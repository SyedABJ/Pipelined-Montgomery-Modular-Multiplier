[/design/flow/run.sh]
#!/bin/bash
# OpenROAD 26Q1-2900-gdf79404cd8, Yosys 0.63+post, stock flow scripts
make -C /OpenROAD-flow-scripts/flow DESIGN_CONFIG=/design/flow/config.mk WORK_HOME=/design/flow/orfs finish
[/design/flow/config.mk]
export PLATFORM = sky130hd
export DESIGN_NAME = montgomery_multiplier
export DESIGN_NICKNAME = montgomery_multiplier
export VERILOG_FILES = /design/flow/design.v
export SDC_FILE = /design/flow/constraint.sdc
export NUM_CORES = 4
export LEC_CHECK = 1
export CORE_UTILIZATION = 30
[/design/flow/constraint.sdc]
current_design montgomery_multiplier

set clk_period 1.7
set clk_io_pct 0.2

create_clock -name clk0 -period $clk_period [get_ports {clk}]

set non_clock_inputs [all_inputs -no_clocks]
set_input_delay [expr $clk_period * $clk_io_pct] -clock clk0 $non_clock_inputs
set_output_delay [expr $clk_period * $clk_io_pct] -clock clk0 [all_outputs]
[/design/flow/design.v]
(* DONT_TOUCH = "TRUE" *)
`timescale 1ns / 1ps
module kernel#(parameter dw = 6,parameter w = 3)(
    input clk,
    input rst,
    input en1,
    input en2,
    input xi,
    input [dw-1:0] Y,
    input [dw-1:0] M,
    input [w-1:0] S0,
    input [w-1:0] S1,
    input [w-1:0] S2,
    output [w-1:0] S0_final,
    output [w-1:0] S1_final,
    output reg [w-1:0] S2_final,
    output done_pe0,
    output done_pe1,
    output reg [3*w - 1:0] S_new,
    output reg done
    );
    localparam e = ((dw+1)+ w - 1)/w;  
    localparam PAD_WIDTH = e * w - dw; 
    wire [e*w-1:0] Y_padded, M_padded;
    assign Y_padded = {{PAD_WIDTH{1'b0}}, Y};
    assign M_padded = {{PAD_WIDTH{1'b0}}, M};
    reg [w-1:0] Y_words [0:e-1];
    reg [w-1:0] M_words [0:e-1];
    reg [w-1:0] S_words [0:e-1];
    integer k;
    always @(*) begin
        for (k = 0; k < e; k = k + 1) begin : word_split
            Y_words[k] = Y_padded[k*w +: w];
            M_words[k] = M_padded[k*w +: w];
        end
    end
    reg [w+1:0] temp;
    reg c;
    wire [1:0] cout;
    wire [w-1:0] S1_new;
    reg [1:0] cin;
    reg [w-1:0] S0_old;
    pe pe0 (
        .clk(clk),
        .rst(rst),
        .enable(en1),
        .xi(xi),
        .c(c),
        .Yj(Y_words[1]),
        .Mj(M_words[1]),
        .cin(cin),
        .S0_old(S0_old),
        .S1_old(S1),
        .S0_new(S0_final),
        .S1_new(S1_new),
        .cout(cout),
        .done(done_pe0)
    );
    wire [w-1:0] S2_new;
    wire [1:0] cout_final;
    pe pe1 (
        .clk(clk),
        .rst(rst),
        .xi(xi),
        .enable(en2),
        .c(temp[0]),
        .Yj(Y_words[2]),
        .Mj(M_words[2]),
        .cin(cout),
        .S0_old(S1_new),
        .S1_old(S2),
        .S0_new(S1_final),
        .S1_new(S2_new),
        .cout(cout_final),
        .done(done_pe1)
    );
localparam idle = 3'b000,compute_temp = 3'b001,enable_pe0 = 3'b010,enable_pe1 = 3'b011,finish = 3'b100;
reg [2:0] ps,ns;
always@(posedge clk) 
begin 
if(rst) begin S_new <= 0; cin = 0;done<=0;S0_old <= 0;S2_final<=0;c<=0;ps <= idle; end
else begin 
ps <= ns;
if(done) begin S_words[0] = S0_final; 
               S_words[1] = S1_final; 
               S_words[2] = {cout_final,S2_new[w-1:1]};
               S2_final = S_words[2];
               S_new = {S_words[2],S_words[1],S_words[0]};
end
end
end 
always@(*) begin
case(ps)
idle: ns = rst ? idle : compute_temp;
compute_temp: begin temp = xi*Y_words[0] + S0;
                    c = temp[0];
                    {cin,S0_old} = temp + c*M_words[0];
                    ns = enable_pe0;
                  end
enable_pe0: begin ns = done_pe0 ? enable_pe1 :enable_pe0;end
enable_pe1: begin ns = done_pe1 ? finish : enable_pe1;end
finish: done = 1;
default: ns = idle;
endcase
end
endmodule
`timescale 1ns / 1ps
module montgomery_multiplier(
    input clk,
    input rst,
    input [5:0] X,
    input [5:0] Y,
    input [5:0] M,
    output [8:0] S,
    output done
    );
    wire [2:0] S0_ke0, S1_ke0, S2_ke0; 
    wire [2:0] S0_ke1, S1_ke1, S2_ke1;
    wire done_pe0_ke0, done_pe1_ke0;   
    wire done_pe0_ke1, done_pe1_ke1;   
    wire done_ke0, done_ke1;           
    wire [8:0] S_new_1,S_new_2;       
    kernel ke0(
        .clk(clk),
        .rst(rst),
        .en1(1),
        .en2(1),
        .xi(X[0]),
        .Y(Y),
        .M(M),
        .S0(3'b0),
        .S1(3'b0),
        .S2(3'b0),
        .S0_final(S0_ke0),
        .S1_final(S1_ke0),
        .S2_final(S2_ke0),
        .done_pe0(done_pe0_ke0),
        .done_pe1(done_pe1_ke0),
        .S_new(S_new_1),
        .done(done_ke0)
    );
    kernel ke1(
        .clk(clk),
        .rst(rst),
        .en1(done_pe0_ke0),
        .en2(done_pe1_ke0), 
        .xi(X[1]),
        .Y(Y),
        .M(M),
        .S0(S0_ke0),
        .S1(S1_ke0),
        .S2(S2_ke0),
        .S0_final(S0_ke1),
        .S1_final(S1_ke1),
        .S2_final(S2_ke1),
        .done_pe0(done_pe0_ke1),
        .done_pe1(done_pe1_ke1),
        .S_new(S_new_2),
        .done(done_ke1)
    );
    wire [2:0] S0_ke2,S1_ke2,S2_ke2;
    wire done_pe0_ke2,done_pe1_ke2;
    wire [8:0] S_new_3;
    kernel ke2(
        .clk(clk),
        .rst(rst),
        .en1(done_ke1),
        .en2(done_ke1), 
        .xi(X[2]),
        .Y(Y),
        .M(M),
        .S0(S0_ke1),
        .S1(S1_ke1),
        .S2(S2_ke1),
        .S0_final(S0_ke2),
        .S1_final(S1_ke2),
        .S2_final(S2_ke2),
        .done_pe0(done_pe0_ke2),
        .done_pe1(done_pe1_ke2),
        .S_new(S_new_3),
        .done(done_ke2)
    );
    wire [2:0] S0_ke3,S1_ke3,S2_ke3;
    wire done_pe0_ke3,done_pe1_ke3;
    wire [8:0] S_new_4;
    kernel ke3(
        .clk(clk),
        .rst(rst),
        .en1(done_ke2),
        .en2(done_ke2), 
        .xi(X[3]),
        .Y(Y),
        .M(M),
        .S0(S0_ke2),
        .S1(S1_ke2),
        .S2(S2_ke2),
        .S0_final(S0_ke3),
        .S1_final(S1_ke3),
        .S2_final(S2_ke3),
        .done_pe0(done_pe0_ke3),
        .done_pe1(done_pe1_ke3),
        .S_new(S_new_4),
        .done(done_ke3)
    );
    wire [2:0] S0_ke4,S1_ke4,S2_ke4;
    wire done_pe0_ke4,done_pe1_ke4;
    wire [8:0] S_new_5;
    kernel ke4(
        .clk(clk),
        .rst(rst),
        .en1(done_ke3),
        .en2(done_ke3), 
        .xi(X[4]),
        .Y(Y),
        .M(M),
        .S0(S0_ke3),
        .S1(S1_ke3),
        .S2(S2_ke3),
        .S0_final(S0_ke4),
        .S1_final(S1_ke4),
        .S2_final(S2_ke4),
        .done_pe0(done_pe0_ke4),
        .done_pe1(done_pe1_ke4),
        .S_new(S_new_5),
        .done(done_ke4)
    );
    wire [2:0] S0_ke5,S1_ke5,S2_ke5;
    wire done_pe0_ke5,done_pe1_ke5;
    wire [8:0] S_new_6;
    kernel ke5(
        .clk(clk),
        .rst(rst),
        .en1(done_ke4),
        .en2(done_ke4), 
        .xi(X[5]),
        .Y(Y),
        .M(M),
        .S0(S0_ke4),
        .S1(S1_ke4),
        .S2(S2_ke4),
        .S0_final(S0_ke5),
        .S1_final(S1_ke5),
        .S2_final(S2_ke5),
        .done_pe0(done_pe0_ke5),
        .done_pe1(done_pe1_ke5),
        .S_new(S_new_6),
        .done(done_ke5)
    );
    assign S = done ? S_new_6 : 9'b0;
    assign done = done_ke0 & done_ke1 & done_ke2 & done_ke3 & done_ke4 & done_ke5;
endmodule
(* DONT_TOUCH = "TRUE" *)
module pe#(parameter dw = 6,parameter w = 3)(
input clk,
input rst,
input enable,
input xi,
input c,
input [w-1:0] Yj,
input [w-1:0] Mj,
input [1:0] cin,
input [w-1:0] S0_old,
input [w-1:0] S1_old,
output reg [w-1:0] S0_new,
output reg [w-1:0] S1_new,
output reg [1:0] cout,
output reg done
);
wire [w+1:0] temp;
assign temp = cin + c*Mj + xi*Yj + S1_old;
always@(posedge clk) begin
if(rst) begin S0_new <= 0; S1_new <= 0; cout = 0;done <= 0;end
else if(enable) begin
{cout,S1_new} = temp;
S0_new = {S1_new[0],S0_old[w-1:1]};
done = 1;
end
end
endmodule 
==> flow_summary.json <==
{
  "grt_usage_pct": 9.676,
  "grt_pass1_wl_um": 4071,
  "worstPathRequired_ns": 1.88,
  "place_area_um2": 1878,
  "cts_sinks": 40,
  "period_used_pct": 95.92,
  "grt_antenna_before_repair": 0,
  "ys_cells": 157,
  "gp_congestion": 0.7911,
  "ys_seq_share_pct": 49.54,
  "vias": 1011,
  "p_leak_nw": 0.8707,
  "area_growth_syn_to_layout_pct": 20.90,
  "synth-seq-cells": 40,
  "synth_chip_area_um2": 1617,
  "die_h_um": 75.41,
  "die_x_um": 75.41,
  "core_area_um2": 5140,
  "cp.arrival_ns": 1.81,
  "worstPathMaxFanout": 4,
  "syn_inst": 157,
  "synthDistinctLibCells": 30,
  "dieArea_um2": 5686,
  "path_clk_slew_ns": 0.07,
  "h-tree-depth": 2,
  "slowest_stage": "clkdlybuf4s50_1",
  "port-buffer-count": 14,
  "max-clock-path-buffers": 2,
  "p_switching_w": 0.0003743,
  "vias_per_cell": 3.996,
  "synth_area_um2": 1617,
  "cp-start-kind": "primary input",
  "slew_viol_final": 0,
  "dpl.hpwl_um": 1691,
  "first_global_vias": 907,
  "r2r-start": "ke0.pe1.S0_new[1]",
  "period_minus_slack_ns": 1.631,
  "totalWireLength_um": 2380,
  "crit_family": "buffers and inverters",
  "firstDrtPassIters": 4,
  "hp-start": "ke5.pe1.S0_new[1]",
  "post_drt_wl_per_cell_um": 9.407,
  "ant_nets": 0,
  "swShare_pct": 22.05,
  "worstPathCellList": "clkdlybuf4s50_1, and2_1, ha_1, inv_1, fa_1, xor2_1, nor2_1",
  "crit_buf_inv": 2,
  "vdd_drop_max_mv": 0.3159,
  "pwr-share-clk_pct": 33.9,
  "warning_count": 34,
  "outcome": "finished clean",
  "postCtsSetupRepairBufs": 0,
  "dp.cells": 246,
  "critPathKind": "primary input to register",
  "grt_max_degree": 14,
  "maxCapViolations": 0,
  "startpoint": "Y[3]",
  "drc": 0,
  "syn_area_per_cell_um2": 10.30,
  "num_rows": 26,
  "antenna_cells": 0,
  "root_buffer": "clkbuf_8",
  "p_seq_share_pct": 57.5,
  "clock.latency.late_pin_ns": 0.29,
  "p_per_area_nw_per_um2": 868.4,
  "layout_top_cell": "dfxtp_1",
  "max_freq_ghz": 0.6133,
  "finalSetupViolations": 0,
  "io_pins": 30,
  "grt-ovfl-total": 0,
  "p_int_w": 0.001323,
  "final_util_pct": 38.02,
  "synth-warning-count": 82,
  "drt_iter0_drc": 35,
  "fp_util_pct": 31.45,
  "endpoint_kind": "register",
  "slowest_delay_ns": 0.56,
  "numCtsBuffers": 5,
  "min_path_type": "register to register",
  "total_power_w": 0.001697,
  "rsz0062_at_grt": "false",
  "drive_above_1_share_pct": 12.02,
  "final_cells": 253,
  "power_frac_comb_pct": 8.6,
  "r2r_setup_slack_ns": 0.45,
  "final_area_um2": 1954,
  "hold_viol_final": 0,
  "clock_skew_ns": 0.008984,
  "cts_tree": "yes",
  "final_cell_mix": "dfxtp_1, nor2b_1, nor2_1"
}
## flip-flops by register name (all words and copies together), names as in the netlist, 2 cells and up
name / flops
ke0.pe0.S1_new: 2
ke0.pe1.S0_new: 2
ke1.pe0.S1_new: 2
ke1.pe1.S0_new: 2
ke2.pe0.S1_new: 2
ke2.pe1.S0_new: 2
ke3.pe0.S1_new: 2
ke3.pe1.S0_new: 2
ke4.pe0.S1_new: 2
ke4.pe1.S0_new: 2
ke5.S_new: 4
ke5.pe0.S1_new: 3
ke5.pe1.S0_new: 2
## through the flow
stage | hold slack (ns) | setup TNS, ns | worst slack (ns)
CTS | 0.4401 | 0 | 0.05633
global route | 0.4572 | 0 | 0.01261
finish | 0.4360 | 0 | 0.06942
floorplan | 0.4138 | 0 | 0.2986
detailed placement | 0.4237 | -3.365 | -0.3311
global placement | 0.4166 | -3.304 | -0.3103
## cell families (layout without fill, tap and decap cells)
kind of cell,count (synthesis),after routing,share of synthesized area (%)
simple gates,57,57,19.04
flops,40,40,49.54
buf+inv,24,46,7.661
fa+ha+maj,15,15,13.93
compound gates,12,12,5.341
xor+xnor,4,4,2.167
mux,3,3,1.858
other cells,2,6,0.4646
## cell type report
| type | instances | area, um2 |
|---|---|---|
| Timing Repair Buffer | 27 | 236.5 |
| Clock inverter | 1 | 5.005 |
| Tap cell | 70 | 87.58 |
| Multi-Input combinational cell | 97 | 706.9 |
| Clock buffer | 6 | 72.57 |
| Sequential cell | 40 | 800.8 |
| Fill cell | 524 | 3186 |
| Inverter | 12 | 45.04 |
## Yosys cell counts
cell / number / share of area, %
a211oi_1: 1 / 0.46
a21o_1: 1 / 0.46
a21oi_1: 4 / 1.2
a21oi_2: 1 / 0.54
a31oi_1: 2 / 0.77
a41o_1: 3 / 1.9
and2_1: 5 / 1.9
and3_1: 2 / 0.77
buf_1: 1 / 0.23
buf_2: 3 / 0.93
buf_4: 6 / 2.8
buf_6: 1 / 0.70
clkbuf_1: 1 / 0.23
conb_1: 2 / 0.46
dfxtp_1: 40 / 50
fa_1: 5 / 6.2
ha_1: 10 / 7.7
inv_1: 11 / 2.6
inv_2: 1 / 0.23
mux2i_1: 3 / 1.9
nand2_1: 5 / 1.2
nand2_4: 1 / 0.70
nand2b_1: 2 / 0.77
nand3_1: 4 / 1.2
nand3b_1: 1 / 0.46
nand4_1: 1 / 0.39
nor2_1: 16 / 3.7
nor2b_1: 19 / 7.4
or3b_1: 1 / 0.54
xor2_1: 4 / 2.2
## per-layer routing
metal  wire (um)  global-route usage [%]  up-vias
met4          38                   1.440        0
met1        1252                   14.13      450
met2         969                   14.78       18
met3         120                   3.083        5
met5           0                       0        -
li1            -                       -      538
## timing repair
item | 4_1_cts | 5_1_grt
setup endpoints to repair | 2 | 0
hold buffers | 0 | 0
resized | 1 | 0
## worst register-to-register path: cells and delay by family (launching register included)
| family | cells | cell delay [ns] |
|---|---|---|
| AND-OR/OR-AND | 2 | 0.20 |
| flip-flops | 1 | 0.32 |
| adder cells (fa/ha/maj) | 1 | 0.28 |
| AND/OR/NAND/NOR | 1 | 0.40 |
## power by group through the flow
stage	Sequential [W]	Combinational, W	Clock [W]
after CTS	0.000976	0.000149	0.000596
after global routing	0.000980	0.000166	0.000650
final	0.000976	0.000145	0.000576
## worst paths after layout
path	cells past startpoint	end
worst min register to register	1	ke5.S_new[4]
worst max-delay path	7	ke5.pe0.S1_new[2]
worst min-delay path	1	ke5.S_new[4]
worst max register to register	4	ke1.pe0.cout[0]
Power is estimated from default activity; no workload was simulated.
